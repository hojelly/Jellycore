==> design/flow/design.v <==
`default_nettype none
module ram_sync_1r1w #(
		       parameter BRAM_ADDR_WIDTH = 32,
		       parameter BRAM_DATA_WIDTH = 32,
		       parameter DATA_DEPTH      = 32
		       ) 
   (
    input wire 			     clk,
    input wire [BRAM_ADDR_WIDTH-1:0] raddr1,
    output reg [BRAM_DATA_WIDTH-1:0] rdata1,
    input wire [BRAM_ADDR_WIDTH-1:0] waddr,
    input wire [BRAM_DATA_WIDTH-1:0] wdata,
    input wire 			     we
    );
   reg [BRAM_DATA_WIDTH-1:0] 			      mem [0:DATA_DEPTH-1];
   always @ (posedge clk) begin
      rdata1 <= mem[raddr1];
      if (we)
	mem[waddr] <= wdata;
   end
endmodule  
module ram_sync_2r1w #(
		       parameter BRAM_ADDR_WIDTH = 32,
		       parameter BRAM_DATA_WIDTH = 32,
		       parameter DATA_DEPTH      = 32
		       ) 
   (
    input wire 			     clk,
    input wire [BRAM_ADDR_WIDTH-1:0] raddr1,
    input wire [BRAM_ADDR_WIDTH-1:0] raddr2,
    output reg [BRAM_DATA_WIDTH-1:0] rdata1,
    output reg [BRAM_DATA_WIDTH-1:0] rdata2,
    input wire [BRAM_ADDR_WIDTH-1:0] waddr,
    input wire [BRAM_DATA_WIDTH-1:0] wdata,
    input wire 			     we
    );
   reg [BRAM_DATA_WIDTH-1:0] 			      mem [0:DATA_DEPTH-1];
   always @ (posedge clk) begin
      rdata1 <= mem[raddr1];
      rdata2 <= mem[raddr2];
      if (we)
	mem[waddr] <= wdata;
   end
endmodule  
module ram_sync_2r2w #(
		       parameter BRAM_ADDR_WIDTH = 32,
		       parameter BRAM_DATA_WIDTH = 32,
		       parameter DATA_DEPTH      = 32
		       ) 
   (
    input wire 			     clk,
    input wire [BRAM_ADDR_WIDTH-1:0] raddr1,
    input wire [BRAM_ADDR_WIDTH-1:0] raddr2,
    output reg [BRAM_DATA_WIDTH-1:0] rdata1,
    output reg [BRAM_DATA_WIDTH-1:0] rdata2,
    input wire [BRAM_ADDR_WIDTH-1:0] waddr1,
    input wire [BRAM_ADDR_WIDTH-1:0] waddr2,
    input wire [BRAM_DATA_WIDTH-1:0] wdata1,
    input wire [BRAM_DATA_WIDTH-1:0] wdata2,
    input wire 			     we1,
    input wire 			     we2
    );
   reg [BRAM_DATA_WIDTH-1:0] 			      mem [0:DATA_DEPTH-1];
   always @ (posedge clk) begin
      rdata1 <= mem[raddr1];
      rdata2 <= mem[raddr2];
      if (we1)
	mem[waddr1] <= wdata1;
      if (we2)
	mem[waddr2] <= wdata2;
   end
endmodule  
module ram_sync_4r1w #(
		       parameter BRAM_ADDR_WIDTH = 32,
		       parameter BRAM_DATA_WIDTH = 32,
		       parameter DATA_DEPTH      = 32
		       ) 
   (
    input wire 			      clk,
    input wire [BRAM_ADDR_WIDTH-1:0]  raddr1,
    input wire [BRAM_ADDR_WIDTH-1:0]  raddr2,
    input wire [BRAM_ADDR_WIDTH-1:0]  raddr3,
    input wire [BRAM_ADDR_WIDTH-1:0]  raddr4,
    output wire [BRAM_DATA_WIDTH-1:0] rdata1,
    output wire [BRAM_DATA_WIDTH-1:0] rdata2,
    output wire [BRAM_DATA_WIDTH-1:0] rdata3,
    output wire [BRAM_DATA_WIDTH-1:0] rdata4,
    input wire [BRAM_ADDR_WIDTH-1:0]  waddr,
    input wire [BRAM_DATA_WIDTH-1:0]  wdata,
    input wire 			      we
    );
   ram_sync_2r1w 
     #(BRAM_ADDR_WIDTH, BRAM_DATA_WIDTH, DATA_DEPTH) 
   mem0(
	.clk(clk),
	.raddr1(raddr1),
	.raddr2(raddr2),
	.rdata1(rdata1),
	.rdata2(rdata2),
	.waddr(waddr),
	.wdata(wdata),
	.we(we)
	);
   ram_sync_2r1w 
     #(BRAM_ADDR_WIDTH, BRAM_DATA_WIDTH, DATA_DEPTH) 
   mem1(
	.clk(clk),
	.raddr1(raddr3),
	.raddr2(raddr4),
	.rdata1(rdata3),
	.rdata2(rdata4),
	.waddr(waddr),
	.wdata(wdata),
	.we(we)
	);
endmodule  
module ram_sync_4r2w #(
		       parameter BRAM_ADDR_WIDTH = 32,
		       parameter BRAM_DATA_WIDTH = 32,
		       parameter DATA_DEPTH      = 32
		       ) 
   (
    input wire 			      clk,
    input wire [BRAM_ADDR_WIDTH-1:0]  raddr1,
    input wire [BRAM_ADDR_WIDTH-1:0]  raddr2,
    input wire [BRAM_ADDR_WIDTH-1:0]  raddr3,
    input wire [BRAM_ADDR_WIDTH-1:0]  raddr4,
    output wire [BRAM_DATA_WIDTH-1:0] rdata1,
    output wire [BRAM_DATA_WIDTH-1:0] rdata2,
    output wire [BRAM_DATA_WIDTH-1:0] rdata3,
    output wire [BRAM_DATA_WIDTH-1:0] rdata4,
    input wire [BRAM_ADDR_WIDTH-1:0]  waddr1,
    input wire [BRAM_ADDR_WIDTH-1:0]  waddr2,
    input wire [BRAM_DATA_WIDTH-1:0]  wdata1,
    input wire [BRAM_DATA_WIDTH-1:0]  wdata2,
    input wire 			      we1,
    input wire 			      we2
    );
   ram_sync_2r2w 
     #(BRAM_ADDR_WIDTH, BRAM_DATA_WIDTH, DATA_DEPTH) 
   mem0(
	.clk(clk),
	.raddr1(raddr1),
	.raddr2(raddr2),
	.rdata1(rdata1),
	.rdata2(rdata2),
	.waddr1(waddr1),
	.waddr2(waddr2),
	.wdata1(wdata1),
	.wdata2(wdata2),
	.we1(we1),
	.we2(we2)
	);
   ram_sync_2r2w 
     #(BRAM_ADDR_WIDTH, BRAM_DATA_WIDTH, DATA_DEPTH) 
   mem1(
	.clk(clk),
	.raddr1(raddr3),
	.raddr2(raddr4),
	.rdata1(rdata3),
	.rdata2(rdata4),
	.waddr1(waddr1),
	.waddr2(waddr2),
	.wdata1(wdata1),
	.wdata2(wdata2),
	.we1(we1),
	.we2(we2)
	);
endmodule  
module ram_sync_6r2w #(
		       parameter BRAM_ADDR_WIDTH = 32,
		       parameter BRAM_DATA_WIDTH = 32,
		       parameter DATA_DEPTH      = 32
		       ) 
   (
    input wire 			      clk,
    input wire [BRAM_ADDR_WIDTH-1:0]  raddr1,
    input wire [BRAM_ADDR_WIDTH-1:0]  raddr2,
    input wire [BRAM_ADDR_WIDTH-1:0]  raddr3,
    input wire [BRAM_ADDR_WIDTH-1:0]  raddr4,
    input wire [BRAM_ADDR_WIDTH-1:0]  raddr5,
    input wire [BRAM_ADDR_WIDTH-1:0]  raddr6,
    output wire [BRAM_DATA_WIDTH-1:0] rdata1,
    output wire [BRAM_DATA_WIDTH-1:0] rdata2,
    output wire [BRAM_DATA_WIDTH-1:0] rdata3,
    output wire [BRAM_DATA_WIDTH-1:0] rdata4,
    output wire [BRAM_DATA_WIDTH-1:0] rdata5,
    output wire [BRAM_DATA_WIDTH-1:0] rdata6,
    input wire [BRAM_ADDR_WIDTH-1:0]  waddr1,
    input wire [BRAM_ADDR_WIDTH-1:0]  waddr2,
    input wire [BRAM_DATA_WIDTH-1:0]  wdata1,
    input wire [BRAM_DATA_WIDTH-1:0]  wdata2,
    input wire 			      we1,
    input wire 			      we2
    );
   ram_sync_2r2w 
     #(BRAM_ADDR_WIDTH, BRAM_DATA_WIDTH, DATA_DEPTH) 
   mem0(
	.clk(clk),
	.raddr1(raddr1),
	.raddr2(raddr2),
	.rdata1(rdata1),
	.rdata2(rdata2),
	.waddr1(waddr1),
	.waddr2(waddr2),
	.wdata1(wdata1),
	.wdata2(wdata2),
	.we1(we1),
	.we2(we2)
	);
   ram_sync_2r2w 
     #(BRAM_ADDR_WIDTH, BRAM_DATA_WIDTH, DATA_DEPTH) 
   mem1(
	.clk(clk),
	.raddr1(raddr3),
	.raddr2(raddr4),
	.rdata1(rdata3),
	.rdata2(rdata4),
	.waddr1(waddr1),
	.waddr2(waddr2),
	.wdata1(wdata1),
	.wdata2(wdata2),
	.we1(we1),
	.we2(we2)
	);
   ram_sync_2r2w 
     #(BRAM_ADDR_WIDTH, BRAM_DATA_WIDTH, DATA_DEPTH) 
   mem2(
	.clk(clk),
	.raddr1(raddr5),
	.raddr2(raddr6),
	.rdata1(rdata5),
	.rdata2(rdata6),
	.waddr1(waddr1),
	.waddr2(waddr2),
	.wdata1(wdata1),
	.wdata2(wdata2),
	.we1(we1),
	.we2(we2)
	);
endmodule  
`default_nettype wire
==> design/flow/run.sh <==
#!/bin/bash
# OpenROAD 26Q1-2900-gdf79404cd8, Yosys 0.63+post, stock flow scripts
make -C /OpenROAD-flow-scripts/flow DESIGN_CONFIG=/design/flow/config.mk WORK_HOME=/design/flow/orfs finish
==> design/flow/config.mk <==
export PLATFORM = sky130hd
export DESIGN_NAME = ram_sync_4r2w
export DESIGN_NICKNAME = ram_sync_4r2w
export VERILOG_FILES = /design/flow/design.v
export SDC_FILE = /design/flow/constraint.sdc
export NUM_CORES = 4
export LEC_CHECK = 1
export CORE_UTILIZATION = 30
==> design/flow/constraint.sdc <==
current_design ram_sync_4r2w

set clk_period 5.0
set clk_io_pct 0.2

create_clock -name clk0 -period $clk_period [get_ports {clk}]

set non_clock_inputs [all_inputs -no_clocks]
set_input_delay [expr $clk_period * $clk_io_pct] -clock clk0 $non_clock_inputs
set_output_delay [expr $clk_period * $clk_io_pct] -clock clk0 [all_outputs]
==> ci_impl_report.md <==
### Flow metrics

| Metric | Value |
|---|---|
| Log Warnings | around 190 |
| Synth Instances | 7199 |
| Placeable core region | ~0.27 mm2 |
| Type of the worst min-delay path | reg2reg |
| Crit Path Max Fanout | 13 |
| Synth warnings | 1 |
| CTS H-Tree Depth | 4 |
| Post-route ant nets | 0 |
| HP Start | mem1.mem[25][8] |
| Share of cells above drive strength 1 | between 20% and 30% |
| YS chip area | 0.0817 mm2 |
| # fillers | approximately 26000 |
| Worst VDD drop | approximately 0.38 mV |
| Sw frac | between 20% and 30% |
| Hold_buf cts | 0 |
| Critical Path Stages | 5 |
| GR Overflow Total | 0 |
| Largest net degree at the start of global routing | roughly 84 |
| Clock sinks | around 1200 |
| Arr. time, crit path | approximately 3.9 ns |
| Kind of critical path | in2reg |
| CTS tree | built |
| Drc violations | 0 |
| Initial antenna violation count | 20 |
| Hold-critical path depth | 4 |
| Syn_area_per_cell | 11.3 um2 |
| Most frequent logic cell in the layout | mux2i_1 |
| Cell Type Count | 39 |
| Late-Pin Clk Latency | 0.81 ns |
| Die W | between 500 and 600 um |
| Final Hold Fails | 0 |
| Slew Viols, Final | 0 |
| Maximum buffer depth of the clock tree | 3 |
| CP endpoint kind | flop |
| Cells in synth_stat.txt | 7199 |
| CP bufs+invs | 2 |
| DR vias | about 66000 |
| Post-CTS Setup Inserts | 0 |
| CP top delay family | simple AND/OR/NAND/NOR gates |
| Most frequent logic cells in the routed design | mux2i_1, edfxtp_1, mux2_2 |
| Sw Pwr | just over 7 mW |
| Die height | roughly 520 um |
| Flop pwr share | 43.3% |
| R2r startpoint | mem1.mem[3][9] |
| TritonCTS buffer count | between 100 and 150 |
| Initial Utilization | slightly above 30% |
| Max Clk Rate | roughly 300 MHz |
| Die ar. | 0.274 mm2 |
| Register-to-register setup slack | between 2 and 3 ns |
| Number of gates resized after cts | 0 |
| Final design area excluding fillers | a little over 0.09 mm2 |
| Pwr Total | approximately 26 mW |
| Tcrit/Tclk final | around 67% |
| Synth Register Bits | 1152 |
| Critical Path, Cell by Cell | clkdlybuf4s50_1 -> nand3_2 -> nor2_4 -> buf_12 -> mux2_2 |
| Vias/cell | 6.10 |
| Final wirelength | around 350000 um |
| Status | finished, final reports clean |
| WP data required | about 5.6 ns |
| Setup Viol. Count Final | 0 |
| Detailed Routing Iterations Pass 1 | 10 |
| Gr usage total | a little over a quarter |
| Gpl congestion | approximately 0.98 |
| Vias in the first global route | between 60000 and 70000 |
| Mapped Area | roughly 0.082 mm2 |
| Site Rows | around 190 |
| Lkg Pwr | 35.8 nW |
| RSZ-0062 raised after global routing | no |
| Internal power | between 15 and 20 mW |
| Area grow syn2layout | 14.4% |
| Detailed Route Iter0 Violations | around 6600 |
| CP Launch Point | waddr2[2] |
| # IOs | 387 |
| Slowest cell on crit path | nor2_4 |
| First-pass GRT wire length | around 500000 um |
| Clock skew | roughly 0.041 ns |
| CP peak stage delay | 0.95 ns |
| Setup_tns | 0 ns |
| Power density over the cells | around 270 mW/mm2 |
| Sequential area share after synthesis | 40.8% |
| Startpoint types | input port |
| Port-buffer cells | 224 |
| Worst-margin pin slew | around 1.1 ns |
| DP Area | 0.0891 mm2 |
| Combinational power share | 17.9% |
| Min cycle time layout | between 3 and 4 ns |
| Root Buffer | clkbuf_16 |
| Max-Cap Viols | 0 |
| R2R depth | 5 |
| Routed WL per cell | roughly 33 um |
| Clock slew at reported path FFs | ~0.06 ns |
| Clock power frac | 38.8% |
| Relative slew slack | 26.4% |
| DP HPWL | 211000 um |
kinds of logic (layout without fill, tap and decap cells):
| group | Yosys count | in the layout | synth area share, % |
|---|---|---|---|
| AND/OR/NAND/NOR | 990 | 990 | 5.66 |
| multiplexers | 3072 | 3072 | 39.2 |
| buffers and inverters | 801 | 832 | 4.49 |
| AND-OR/OR-AND | 1184 | 1184 | 9.83 |
| flip-flops | 1152 | 1152 | 40.8 |
| other | 0 | 8 | 0 |
path summary, 6_finish.rpt:
check	to
worst max-delay path	mem1.mem[30][15]
worst min register to register	mem1.rdata2[8]
worst min-delay path	mem1.rdata2[8]
worst max register to register	mem1.rdata2[9]
Yosys cell counts:
| library cell | n | area [um2] |
|---|---|---|
| a21oi_1 | 384 | 1920 |
| a22o_1 | 256 | 2240 |
| a22oi_1 | 384 | 2880 |
| a31oi_1 | 128 | 801 |
| and2_1 | 4 | 25.0 |
| and3_1 | 1 | 6.26 |
| and3b_1 | 1 | 8.76 |
| buf_1 | 47 | 176 |
| buf_2 | 298 | 1490 |
| buf_4 | 52 | 390 |
| buf_6 | 12 | 135 |
| clkbuf_1 | 391 | 1470 |
| clkbuf_2 | 1 | 5.00 |
| dfxtp_1 | 128 | 2560 |
| edfxtp_1 | 1024 | 30700 |
| mux2_1 | 156 | 1760 |
| mux2_2 | 868 | 9770 |
| mux2i_1 | 2048 | 20500 |
| nand2_1 | 406 | 1520 |
| nand2b_1 | 8 | 50.1 |
| nand3_1 | 387 | 1940 |
| nand3_2 | 1 | 10.0 |
| nand3b_1 | 5 | 37.5 |
| nand3b_2 | 2 | 22.5 |
| nand3b_4 | 2 | 40.0 |
| nor2_1 | 12 | 45.0 |
| nor2_2 | 4 | 25.0 |
| nor2_4 | 6 | 67.6 |
| nor2b_1 | 8 | 50.1 |
| nor3_1 | 128 | 641 |
| nor3_2 | 1 | 10.0 |
| nor3b_2 | 4 | 50.1 |
| o21ai_0 | 16 | 80.1 |
| o22ai_1 | 16 | 100 |
| or2_1 | 1 | 6.26 |
| or2_2 | 4 | 25.0 |
| or3_1 | 1 | 6.26 |
| or3b_1 | 1 | 8.76 |
| or3b_2 | 3 | 26.3 |
sequential cells by signal (all words and copies together), names as in the netlist:
name and flops:
mem1.mem 1024, mem0.rdata2 32, mem1.rdata2 32, mem0.rdata1 32, mem1.rdata1 32
worst min-delay path, stage by stage (launching register included):
cell      delay (ns)
edfxtp_1        0.39
mux2i_1         0.09
nand2_1         0.06
nand3_1         0.06
nand3_1         0.11
through the flow:
stage / std cells / worst slack (ns) / hold slack, ns / utilization, %
2_1_floorplan: 7199 / 0.602 / 0.626 / -
3_3_place_gp: 10558 / 0.966 / 0.703 / 32.9
3_5_place_dp: 10558 / 0.930 / 0.716 / 32.9
4_1_cts: 10800 / 1.78 / 0.733 / 34.5
5_1_grt: 10803 / 1.61 / 0.776 / 34.5
6_report: 10808 / 1.67 / 0.739 / 34.5
layout make-up:
cell class,instances,area [um2],area share [%]
tap,3570,4470,4.78
sequential,1152,33300,35.7
clock inverter,58,527,0.564
antenna,8,20.0,0.0214
timing repair buffer,590,5970,6.39
multi-input combinational,5246,45300,48.5
clock buffer,184,3800,4.07
power by group through the flow:
stage	registers, mW	clock network [mW]	logic, mW
finish	11.1	9.95	4.59
global route	11.1	10.4	4.75
CTS	11.1	10.1	4.45
layer usage:
| metal | global-route usage, % | vias up | wire [um] |
|---|---|---|---|
| met5 | 3.10 | - | 984 |
| met3 | 16.7 | 1420 | 58200 |
| li1 | - | 27687 | - |
| met4 | 14.2 | 38 | 24400 |
| met2 | 37.5 | 4975 | 150000 |
| met1 | 29.8 | 31836 | 122000 |
Power is estimated from default activity; no workload was simulated.
